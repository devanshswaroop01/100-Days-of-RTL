===== design/flow/run.sh =====
#!/bin/bash
# OpenROAD 26Q1-2900-gdf79404cd8, Yosys 0.63+post, stock flow scripts
make -C /OpenROAD-flow-scripts/flow DESIGN_CONFIG=/design/flow/config.mk WORK_HOME=/design/flow/orfs finish

===== design/flow/config.mk =====
export PLATFORM = sky130hd
export DESIGN_NAME = sine_wave_generator
export DESIGN_NICKNAME = sine_wave_generator
export VERILOG_FILES = /design/flow/design.v
export SDC_FILE = /design/flow/constraint.sdc
export NUM_CORES = 4
export LEC_CHECK = 1
export CORE_AREA = 10 10 96 96
export DIE_AREA = 0 0 106 106

===== design/flow/constraint.sdc =====
current_design sine_wave_generator

set clk_period 1.5
set clk_io_pct 0.2

create_clock -name clk0 -period $clk_period

set non_clock_inputs [all_inputs -no_clocks]
set_input_delay [expr $clk_period * $clk_io_pct] -clock clk0 $non_clock_inputs
set_output_delay [expr $clk_period * $clk_io_pct] -clock clk0 [all_outputs]

===== design/flow/design.v =====
`timescale 1ns / 1ps
module mux(o,i1,i2,s);
input i1,i2,s;
output o;
wire sc;
not(sc,s);
assign o = (i1 & sc) | (i2 & s);
endmodule
module mux_16(o,i1,i2,s);
input  [15:0] i1,i2;
input         s;
output [15:0] o;
mux m[15:0](o,i1,i2,s);
endmodule
module mux_16_8(o,i1,i2,i3,i4,i5,i6,i7,i8,s);
input  [15:0] i1,i2,i3,i4,i5,i6,i7,i8;
input  [2:0]  s;
output [15:0] o;
wire [15:0] x1,x2,x3,x4,y1,y2;
mux_16 m1(x1,i1,i2,s[0]);
mux_16 m2(x2,i3,i4,s[0]);
mux_16 m3(x3,i5,i6,s[0]);
mux_16 m4(x4,i7,i8,s[0]);
mux_16 m5(y1,x1,x2,s[1]);
mux_16 m6(y2,x3,x4,s[1]);
mux_16 m7(o,y1,y2,s[2]);
endmodule
module mux_16_64(o,
i1,i2,i3,i4,i5,i6,i7,i8,i9,i10,i11,i12,i13,i14,i15,i16,
i17,i18,i19,i20,i21,i22,i23,i24,i25,i26,i27,i28,i29,i30,i31,i32,
i33,i34,i35,i36,i37,i38,i39,i40,i41,i42,i43,i44,i45,i46,i47,i48,
i49,i50,i51,i52,i53,i54,i55,i56,i57,i58,i59,i60,i61,i62,i63,i64,
s);
input  [15:0]
i1,i2,i3,i4,i5,i6,i7,i8,i9,i10,i11,i12,i13,i14,i15,i16,
i17,i18,i19,i20,i21,i22,i23,i24,i25,i26,i27,i28,i29,i30,i31,i32,
i33,i34,i35,i36,i37,i38,i39,i40,i41,i42,i43,i44,i45,i46,i47,i48,
i49,i50,i51,i52,i53,i54,i55,i56,i57,i58,i59,i60,i61,i62,i63,i64;
input  [5:0]  s;
output [15:0] o;
wire [15:0] x1,x2,x3,x4,x5,x6,x7,x8;
mux_16_8 m1(x1,i1,i2,i3,i4,i5,i6,i7,i8,s[2:0]);
mux_16_8 m2(x2,i9,i10,i11,i12,i13,i14,i15,i16,s[2:0]);
mux_16_8 m3(x3,i17,i18,i19,i20,i21,i22,i23,i24,s[2:0]);
mux_16_8 m4(x4,i25,i26,i27,i28,i29,i30,i31,i32,s[2:0]);
mux_16_8 m5(x5,i33,i34,i35,i36,i37,i38,i39,i40,s[2:0]);
mux_16_8 m6(x6,i41,i42,i43,i44,i45,i46,i47,i48,s[2:0]);
mux_16_8 m7(x7,i49,i50,i51,i52,i53,i54,i55,i56,s[2:0]);
mux_16_8 m8(x8,i57,i58,i59,i60,i61,i62,i63,i64,s[2:0]);
mux_16_8 m9(o,x1,x2,x3,x4,x5,x6,x7,x8,s[5:3]);
endmodule
module sine_wave_generator(o,t);
input  [9:0]  t;
output [15:0] o;
reg [15:0]
i1,i2,i3,i4,i5,i6,i7,i8,i9,i10,i11,i12,i13,i14,i15,i16,
i17,i18,i19,i20,i21,i22,i23,i24,i25,i26,i27,i28,i29,i30,i31,i32,
i33,i34,i35,i36,i37,i38,i39,i40,i41,i42,i43,i44,i45,i46,i47,i48,
i49,i50,i51,i52,i53,i54,i55,i56,i57,i58,i59,i60,i61,i62,i63,i64;
mux_16_64 m(o,
i1,i2,i3,i4,i5,i6,i7,i8,i9,i10,i11,i12,i13,i14,i15,i16,
i17,i18,i19,i20,i21,i22,i23,i24,i25,i26,i27,i28,i29,i30,i31,i32,
i33,i34,i35,i36,i37,i38,i39,i40,i41,i42,i43,i44,i45,i46,i47,i48,
i49,i50,i51,i52,i53,i54,i55,i56,i57,i58,i59,i60,i61,i62,i63,i64,
t[5:0]);
initial begin
i1=1000; i2=1098; i3=1195; i4=1290;
i5=1383; i6=1471; i7=1556; i8=1634;
i9=1707; i10=1773; i11=1831; i12=1882;
i13=1924; i14=1957; i15=1981; i16=1995;
i17=2000; i18=1995; i19=1981; i20=1957;
i21=1924; i22=1882; i23=1831; i24=1773;
i25=1707; i26=1634; i27=1556; i28=1471;
i29=1383; i30=1290; i31=1195; i32=1098;
i33=1000; i34=902;  i35=805;  i36=710;
i37=617;  i38=529;  i39=444;  i40=366;
i41=293;  i42=227;  i43=169;  i44=118;
i45=76;   i46=43;   i47=19;   i48=5;
i49=0;    i50=5;    i51=19;   i52=43;
i53=76;   i54=118;  i55=169;  i56=227;
i57=293;  i58=366;  i59=444;  i60=529;
i61=617;  i62=710;  i63=805;  i64=902;
end
endmodule

==> results.py <==
# Physical implementation metrics
metrics = {
    "status": {
        "status": "finished with violations",
        "violations": "setup timing",
    },
    "placed_design": {
        "dp_hpwl_um": 3270,
        "port_buffers": 17,
        "gp_congestion": 0.932,
        "dp_cells": 305,
        "postPlaceCellArea_um2": 1680,
    },
    "setup_path": {
        "startpoint_type": "input port",
        "worstPathCellList": "buf_8 -> clkinvlp_4 -> ha_4 -> or2_1 -> mux4_2 -> a211o_1 -> buf_2",
        "crit_slowest_cell": "mux4_2",
        "max_stage_delay_ps": 460,
        "critical_path_required_ps": 1200,
        "path_class": "in2out",
        "crit_fanout": 4,
        "crit_path_end_kind": "output port",
        "worst-endpoint-arrival_ps": 1870,
        "critical-path-top-delay-family": "multiplexers",
        "crit_buf_inv": 3,
    },
    "timing": {
        "finalHoldViolCount": 0,
        "rsz0062_at_grt": "yes",
        "slew_viol_final": 0,
        "max_freq_ghz": 0.462,
        "fin_crit_ps": 2170,
        "period_used_pct": 144,
        "fin_ws_ps": -665,
        "setup_violations": 11,
    },
    "logic_synthesis": {
        "ys_types": 48,
        "synth_warnings": 1,
        "synth_area_um2": 1170,
        "synth_area_per_cell_um2": 6.93,
        "ys_seq_share_pct": 0,
        "ys_area_um2": 1170,
        "syn_inst": 169,
        "yosysCellCount": 169,
    },
    "finish": {
        "final_layout_top_logic_cell": "buf_4",
        "drive_above_1_share_pct": 61.4,
        "fill_cells": 709,
        "mostFrequentLayoutCells": "buf_4 (48), buf_6 (17), buf_2 (12)",
        "utilization_pct": 31.3,
        "seq_cell_count": 0,
        "postLayoutCellArea_um2": 2260,
        "final_cells": 332,
        "clock_buffers": 0,
        "syn_to_final_growth_pct": 92.7,
        "flop_area_um2": 0,
    },
    "detailed_routing": {
        "antenna_left": 0,
        "wirelength_um": 5300,
        "vias": 1557,
        "drc": 0,
        "first_iter_violations": 89,
        "via_per_inst": 4.69,
        "first_pass_iters": 4,
        "diodes": 0,
        "wl_per_cell_um": 16.0,
    },
    "die": {
        "die_height_um": 106,
        "io_pins": 26,
        "die_width_um": 106,
        "fp_util_pct": 16.2,
        "row_count": 31,
        "core_area_um2": 7210,
        "dieArea_um2": 11200,
    },
    "global_routing": {
        "antenna_found_initial": 0,
        "grt_pass1_vias": 1424,
        "grt-ovfl-total": 0,
        "grt_use_total_pct": 8.21,
        "grt_max_degree": 15,
        "grt_first_pass_wirelength_um": 7690,
    },
    "clock_network": {
        "holdBufCountCts": 0,
    },
    "run": {
        "tool_warnings": 46,
        "drv_cap": 0,
    },
    "pwr": {
        "finalPower_uw": 709,
        "leakage_nw": 0.962,
        "p_per_area_nw_per_um2": 314,
        "ir_drop_v": 0.0000811,
    },
    "worst_hold_path": {
        "hp-class": "in2out",
    },
}
## metrics by stage
| stage | setup slack, ps | TNS (ps) | hold WS (ps) |
|---|---|---|---|
| global placement | -1420 | -13860 | 1800 |
| CTS | -702 | -5360 | 1280 |
| floorplan | -523 | -2050 | 870 |
| detailed placement | -1450 | -14110 | 1810 |
| global route | -716 | -5660 | 1200 |
| finish | -665 | -4880 | 1140 |
## path summary, 6_finish.rpt
kind / from / endpoint / slack (ps) / cells past startpoint
setup / recovery: t[1] / o[1] / -670 / 7
hold / removal: t[5] / o[10] / 1140 / 4
## power by group
| part | internal, mW | switching (mW) | leakage (nW) |
|---|---|---|---|
| sequential | 0 | 0 | 0 |
| clock | 0 | 0 | 0 |
| combinational | 0.388 | 0.322 | 0.962 |
## area by class of cell
class / instances / area (um^2) / area share, %
inverters: 9 / 47.5 / 2.11
well taps: 99 / 124 / 5.49
multi-input cells: 132 / 1200 / 53.4
repair buffers: 92 / 881 / 39.0
## layer usage
| metal | part of all wire (%) | vias up | global-route usage (%) |
|---|---|---|---|
| li1 | - | 740 | - |
| met1 | 41 | 720 | 11.5 |
| met2 | 47 | 79 | 13.6 |
| met3 | 8.5 | 18 | 0.856 |
| met4 | 3.9 | 0 | 1.06 |
| met5 | 0 | - | 0 |
## cell families after synthesis
family | count (synthesis) | synth area share (%)
other | 1 | 0.320
adders and majority gates | 8 | 8.55
buffers and inverters | 41 | 20.6
and+or+nand+nor | 45 | 19.6
AOI/OAI and AO/OA | 62 | 36.5
xor gates and xnor gates | 2 | 1.50
muxes | 10 | 12.9
## synth_stat cells, types with 2 or more instances
master / count / area share [%]
a2111oi_0: 3 / 2.2
a211o_1: 2 / 1.5
a211oi_1: 5 / 3.2
a21oi_1: 11 / 4.7
a221oi_1: 3 / 2.2
a311oi_1: 3 / 2.2
a31oi_1: 5 / 2.7
and3_1: 2 / 1.1
buf_2: 7 / 3.0
buf_4: 19 / 12
clkbuf_1: 4 / 1.3
ha_1: 8 / 8.5
inv_1: 5 / 1.6
inv_2: 3 / 0.96
mux2i_1: 5 / 4.3
mux4_2: 4 / 7.7
nand2_1: 11 / 3.5
nand2b_1: 6 / 3.2
nand3_1: 6 / 2.6
nor2_1: 11 / 3.5
o211ai_1: 5 / 3.2
o21ai_0: 12 / 5.1
o2bb2ai_1: 2 / 1.5
o31ai_1: 2 / 1.3
or2_1: 2 / 1.1
## what timing repair did
| action | CTS | global route |
|---|---|---|
| resized | 118 | 35 |
| cloned | 2 | 0 |
| setup endpoints to repair | 11 | 11 |
| setup buffers | 19 | 10 |
| pin swaps | 22 | 19 |
Power figures rest on the tool's default switching activity, not on a simulated workload.
