$ cat flow/run.sh
#!/bin/bash
# OpenROAD 26Q1-2900-gdf79404cd8, Yosys 0.63+post, stock flow scripts
make -C /OpenROAD-flow-scripts/flow DESIGN_CONFIG=/design/flow/config.mk WORK_HOME=/design/flow/orfs finish
$ cat flow/config.mk
export PLATFORM = sky130hd
export DESIGN_NAME = single_port_ram
export DESIGN_NICKNAME = single_port_ram
export VERILOG_FILES = /design/flow/design.v
export SDC_FILE = /design/flow/constraint.sdc
export NUM_CORES = 4
export LEC_CHECK = 1
export CORE_UTILIZATION = 30
$ cat flow/constraint.sdc
current_design single_port_ram

set clk_period 17.5
set clk_io_pct 0.2

create_clock -name clk0 -period $clk_period [get_ports {clk}]

set non_clock_inputs [all_inputs -no_clocks]
set_input_delay [expr $clk_period * $clk_io_pct] -clock clk0 $non_clock_inputs
set_output_delay [expr $clk_period * $clk_io_pct] -clock clk0 [all_outputs]
$ cat flow/design.v
`timescale 1ns / 1ps
module single_port_ram
    #( parameter addr_width = 6,
       parameter data_width = 8,
       parameter depth = 128 )
     (input [data_width-1:0] data,
      input [addr_width-1:0] address,
      input we,clk,
      output [data_width-1:0] q);
reg [data_width-1:0] ram [depth-1:0];
reg [addr_width-1:0] addr_reg;
always @(posedge clk)
    begin
        if(we)
           ram[address] <=data; 
        else
           addr_reg <=address;
    end
assign q= ram[addr_reg];
endmodule 
==> out/metrics.yaml <==
gp_congestion: 0.833
cts_setup_buffers: 0
drcViolationCount: 0
first_iter_violations: 598
cp_data_required_time_ns: 14.00
syn_to_final_growth_pct: 14.4
viasPerCell: 5.02
drv_cap: 0
port_buffers: 23
yosys.cell_types.count: 40
synthMuxAreaShare_pct: 15.5
power.density_nw_per_um2: 113
yosys_area_sq_um: 20300
placementRows: 95
vias: 9737
synthAdderAreaFrac_pct: 0
wl_mm: 45.4
antennaDiodeCount: 0
totalPowerFinal_mw: 2.62
synthesis.area_sq_um: 20300
fillers: 6087
largest_register_ff_count: 512
top_area_share_pct: 76.5
core_sq_um: 67200
clock.latency.late_pin_ns: 0.59
synth-compound-area-share_pct: 2.41
grt_pass1_vias: 10500
slew_violations: 0
cts.sinks: 524
timing.slew.headroom_pct: 33.5
hold_class: "reg2reg"
edf_count: 518
grt_start_max_net_pins: 65
fin_tns_setup_ns: 0
grt-ovfl-total: 0
p_leak_nw: 7.12
arrival_ns: 4.74
hold_viol: 0
ant_nets: 0
warnings: 25
syn_inst: 959
clk_pin_slew_ns: 0.06
dp_hpwl_mm: 27.3
yosys_warnings: 1
ys_cells: 959
rsz0062_at_grt: "false"
cts-buffers-inserted: 52
post_drt_wl_per_cell_microns: 23.4
end_kind: "output pin"
crit_type: "reg2out"
cts_max_path_buffers: 3
yosys-top-cells-area: "edfxtp_1 77%, mux4_2 14%, nor2_1 1.4%, mux2i_1 1.2%, dfxtp_1 0.59%"
xor_area_share_pct: 0
ys.flop_type: "edfxtp_1"
fp.dieW_microns: 262
finClkSkew_ns: 0.00848
cts_tree: "built"
grt_usage_pct: 14.3
top_level_ports: 24
drive_gt1_share_pct: 24.5
cts_resized: 0
setup_viol: 0
status: "finished clean"
worstPathMaxFanout: 36
fin_crit_ns: 8.24
fp-utilization_pct: 30.3
postSynthSeqShare_pct: 77.1
drtPass1Iterations: 5
syn_area_per_cell_sq_um: 21.2
ys_ff: 524
ys_sh_simple_pct: 3.49
logic_family: "multiplexers"
clock-root-buffer: "clkbuf_16"
die_height_microns: 262
cp-start-kind: "flip-flop"
yosys.area.top_type: "edfxtp_1"
worstMarginPinSlew_ns: 0.994
ctsHoldBuffers: 0
async_reset_ff_share_pct: 0
fmax_mhz: 121
ir_drop_uv: 92.4
die_area_sq_um: 68800
grt_antenna_before_repair: 1
ctsHtreeMaxLevel: 2
grt_pass1_wl_mm: 68.1
fin_crit_sh_pct: 47.1
area by class of cell:
class / count / area, sq um / area share [%]
flip-flops and latches: 524 / 15700 / 67.5
multi-input cells: 381 / 4360 / 18.7
clock buffers: 65 / 1370 / 5.90
well taps: 873 / 1090 / 4.70
repair buffers: 73 / 566 / 2.43
clock inverters: 23 / 178 / 0.764
inverters: 2 / 7.51 / 0.0323
cell usage in the layout, fill, tap and decap left out, drive strengths merged, types with 10 or more instances in the layout:
master / count
nor2: 78
nand2: 30
o21ai: 14
clkinv: 21
mux2i: 25
edfxtp: 518
clkbuf: 65
buf: 58
clkdlybuf4s50: 15
o22ai: 11
mux4: 126
o221ai: 10
through the flow:
step	cells	utilization (%)	setup slack, ns	hold slack, ns	cell area, sq um
6_report	1941	34.6	9.26	0.472	23300
2_1_floorplan	959	-	12.20	0.448	20300
3_5_place_dp	1853	32.3	9.73	0.458	21700
5_1_grt	1941	34.6	8.86	0.486	23300
4_1_cts	1941	34.6	9.10	0.472	23300
3_3_place_gp	1853	32.3	9.76	0.454	21700
synth_stat cells (3+ instances only):
cell type and number:
nand3b_1 5, o2111ai_1 3, nand2_1 30, clkbuf_1 22, o22ai_1 11, dfxtp_1 6
buf_6 5, nor2_1 78, o21ai_1 7, and2_1 6, nand3_1 9, nand2b_1 6
mux2i_1 25, edfxtp_1 518, nor2b_1 9, o221ai_1 10, buf_4 6, a21oi_1 6
nand4_1 4, or2_2 4, buf_2 12, o21ai_0 7, a32o_1 5, buf_1 5
mux2_2 6, a211oi_1 3, mux4_2 126, a221oi_1 7
worst paths after layout:
check	from	end	slack, ns	cells after the start
worst max-delay path	flip-flop	q[0]	9.26	9
worst max register to register	addr_reg[0]$_DFFE_PN_	flip-flop	16.76	1
worst min-delay path	addr_reg[5]$_DFFE_PN_	flip-flop	0.47	1
worst min register to register	addr_reg[5]$_DFFE_PN_	flip-flop	0.47	1
cells by family (layout without fill, tap and decap cells):
| group | count (synthesis) | after routing |
|---|---|---|
| buf+inv | 54 | 163 |
| mux | 157 | 157 |
| compound gates | 68 | 68 |
| simple gates | 156 | 156 |
| flops | 524 | 524 |
worst max-delay path, stage by stage, from the launching register on:
cell and delay [ns]:
dfxtp_4 0.62, buf_4 0.66, buf_4 0.71, mux4_2 0.35
nor2b_1 0.12, a211oi_1 0.06, or4_1 0.60, o21ai_0 0.32
buf_4 0.20, clkdlybuf4s50_1 0.46
power breakdown:
group	total (mW)	switching (mW)	internal (mW)
clock network	1.03	0.437	0.592
logic	0.184	0.106	0.0784
registers	1.40	0.0123	1.39
layer usage:
| metal | wire, microns | track usage [%] | vias to the layer above |
|---|---|---|---|
| li1 | - | - | 4135 |
| met1 | 16600 | 18.1 | 4928 |
| met2 | 20700 | 20.7 | 583 |
| met3 | 6780 | 9.84 | 89 |
| met4 | 1310 | 3.39 | 2 |
| met5 | 8 | 0.347 | - |
No activity file was given, so power comes from the tool's default toggle rates.
