$ cat /design/flow/run.sh
#!/bin/bash
# OpenROAD 26Q1-2900-gdf79404cd8, Yosys 0.63+post, stock flow scripts
make -C /OpenROAD-flow-scripts/flow DESIGN_CONFIG=/design/flow/config.mk WORK_HOME=/design/flow/orfs finish
$ cat /design/flow/config.mk
export PLATFORM = sky130hd
export DESIGN_NAME = top_module
export DESIGN_NICKNAME = top_module
export VERILOG_FILES = /design/flow/design.v
export SDC_FILE = /design/flow/constraint.sdc
export NUM_CORES = 4
export LEC_CHECK = 1
export CORE_AREA = 10 10 513 513
export DIE_AREA = 0 0 523 523
$ cat /design/flow/constraint.sdc
current_design top_module

set clk_period 2.1
set clk_io_pct 0.2

create_clock -name clk0 -period $clk_period [get_ports {clk}]

set non_clock_inputs [all_inputs -no_clocks]
set_input_delay [expr $clk_period * $clk_io_pct] -clock clk0 $non_clock_inputs
set_output_delay [expr $clk_period * $clk_io_pct] -clock clk0 [all_outputs]
$ cat /design/flow/design.v
module top_module(
    input clk,
    input load,
    input [511:0] data,
    output reg [511:0] q ); 
    reg [512:-1] q_next;
    reg [511:0] q_next_next;
    integer i;
    always @(*) begin
        q_next = 514'b0;
        q_next[511:0] = q;
        for(i = 0; i < 512;i=i+1) begin
            case({q_next[i-1], q_next[i], q_next[i+1]})
                3'b111: q_next_next[i] = 1'b0;
                3'b110: q_next_next[i] = 1'b1;
                3'b101: q_next_next[i] = 1'b1;
                3'b100: q_next_next[i] = 1'b1;
                3'b011: q_next_next[i] = 1'b1;
                3'b010: q_next_next[i] = 1'b1;
                3'b001: q_next_next[i] = 1'b0;
                3'b000: q_next_next[i] = 1'b0;
            endcase
        end
    end
    always @(posedge clk) begin
        if(load)
            q <= data;
        else
            q <= q_next_next;
    end
endmodule
==> deck_impl_summary.md <==
Key Metrics from the Run

Placed design
  – Port bufs: 1025
  – DP Cell Count: approximately 7600
  – Routability cong.: 0.9020
  – Placement Setup Slack: 0.04722 ns
  – Cell Area, Placed: 0.05045 sq mm
  – Post-DP HPWL: 145000 um

Timing
  – Slew @ Worst Pin: ~0.86 ns
  – Setup TNS: 0 ns
  – Count of final setup violators: 0
  – Fin. Hold Viols: 0
  – Setup WS post-layout: ~0.094 ns
  – Minimum clock period: around 2 ns
  – Slew headroom: 0.4102
  – Fin Clk Skew: 0.06484 ns
  – Max Clock Freq: 498.4 MHz
  – Final period util: 0.9554
  – RSZ-0062 raised after global routing: no
  – Pins over their slew limit: 0

Setup path
  – FF-to-FF path depth: 3
  – Crit path required time: 1.68 ns
  – Worst path bufs/invs: 1
  – FF-to-FF End: q_next_next[8]
  – Worst r2r src: q_next_next[9]
  – Critical path's top delay family: buffers and inverters
  – Critical-path cell list: dlygate4sd2_1
  – Crit Path Max Fanout: 1
  – Crit-path max cell delay: about 0.51 ns
  – Worst setup path category: reg -> out
  – Worst Setup End Kind: output pin
  – Reg2Reg Setup Slack: 0.80 ns
  – Slowest-stage cell, CP: dlygate4sd2_1
  – Worst Setup Start Kind: flop
  – CP Data Arrival Time: 1.59 ns

Power and ir drop
  – Pleak: approximately 22 nW
  – PwrDens: 1172 mW/mm^2
  – Peak supply drop: 0.8297 mV

GRT
  – Initial antenna violation count: between 40 and 50
  – Vias in the first global route: 26307
  – Global-route wire length before repair: 226800 um
  – Largest net degree at the start of global routing: 33
  – GRT Residual Overflow: 0
  – Tot GR Track Use: 0.1225

Floorplan
  – IO Count: 1026
  – Die area: 0.2735 sq mm
  – FP Rows: 184
  – Fp util: 0.1408
  – Die Y-Extent: 523 um
  – Die Wd: 523 um
  – Core ar.: 0.2516 sq mm

Min path
  – Worst Hold End: q[176]
  – Hold wc startpoint: data[176]
  – Hold path cells: 3
  – HP Class: in -> reg

Detailed routing
  – Vias per std cell: 3.444
  – Residual DRC: 0
  – Routed WL: 171800 um
  – Drt pass-1 iters: 5
  – WL/cell: ~22 um
  – DR vias: 26951
  – Final ANT Viol Nets: 0
  – DRT iter0 DRCs: 1255

Clocking
  – Clock Sinks: 1022
  – CTS tree: done
  – Clock Path Buffers: 3
  – Total CTS buffers: 117
  – H-tree levels: 3
  – Clock root cell: clkbuf_16
  – Clk latency late pin: between 0.7 and 0.8 ns
  – Reg clk slew, reported paths: 0.06 ns

Flow run
  – Tool Warnings: 26
  – Maxcap violations: 0

Logic synthesis
  – Mean Syn Cell Area: approximately 11 sq um
  – Mapped Area: 0.03544 sq mm
  – Sequential area share after synthesis: 0.5773
  – Ys Warns: 1
  – Registers, synthesis: just over 1000
  – Cells in synth_stat.txt: 3122
  – Post-synthesis chip area from yosys: around 0.035 sq mm
  – Count of different cell masters after synthesis: 18
  – Synthesized instance count: 3122

Finish
  – Area Growth Syn to Fin: 52.98%
  – Final instance area: 0.05421 sq mm
  – Dominant logic cell type in the layout: dfxtp_1
  – Most frequent cells in the layout: 968 x dfxtp_1, 721 x clkdlybuf4s50_1, 509 x a21oi_1
  – Final Non-Filler Cells: 7826
  – Share of cells above drive strength 1: 0.2043

Outcome
  – Status: finished clean
## synthesized netlist by cell type
| library cell | instances | area, sq um |
|---|---|---|
| buf_8 | 8 | 120.1 |
| mux2i_2 | 470 | 6469 |
| o21ai_0 | 1 | 5.000 |
| buf_6 | 2 | 22.52 |
| dfxtp_1 | 1022 | 20460 |
| and3_1 | 1 | 6.260 |
| nand2_1 | 1 | 3.750 |
| mux2i_1 | 38 | 380.4 |
| mux2i_4 | 1 | 22.52 |
| nor3_1 | 506 | 2532 |
| buf_4 | 3 | 22.52 |
| mux2_4 | 1 | 15.01 |
| inv_1 | 508 | 1907 |
| mux2_2 | 2 | 22.52 |
| and2_1 | 1 | 6.260 |
| a21oi_1 | 509 | 2547 |
| nor2_1 | 4 | 15.01 |
| buf_12 | 44 | 880.8 |
## stage by stage
step                      hold WS (ns)  power [mW]  utilization
after floorplan                 0.4594       33.30            -
after global placement          0.4541       44.05       0.2005
after detailed placement        0.4550       44.15       0.2005
after CTS                       0.1640       64.93       0.2154
after global routing            0.2394       67.44       0.2154
final                           0.2790       63.53       0.2154
## layout make-up
type	count	area (sq um)
tap	3348	4189
timing repair buffer	1188	11570
sequential	1022	20550
antenna	5	12.51
inverter	508	1907
multi-input combinational	1535	12030
clock buffer	165	3328
clock inverter	55	628.1
fill	26869	197400
## layer usage
metal | global-route usage | vias up | part of all wire | wire (um)
met5 | 0 | - | 0.00031 | 54
met4 | 0.02137 | 8 | 0.023 | 3877
met3 | 0.07782 | 232 | 0.15 | 25780
met2 | 0.1878 | 1042 | 0.44 | 74970
met1 | 0.1479 | 12537 | 0.39 | 67120
li1 | - | 13132 | - | -
## worst max path at each step
stage	start	end	cells past startpoint
4_1_cts	q[373]	q[373]	1
5_1_grt	q[99]	q[99]	1
6_report	q[505]	q[505]	1
## what timing repair did
| item | in CTS | in global routing |
|---|---|---|
| resized | 412 | 10 |
| endpoints found under the setup margin | 303 | 8 |
| buffers inserted | 0 | 0 |
| gates cloned | 0 | 0 |
| hold endpoints to repair | 1 | 0 |
| pin swaps | 0 | 0 |
| hold buffers | 1 | 0 |
## power breakdown
part	switching [mW]	internal [mW]
clock network	9.00	11.9
logic	8.38	7.61
registers	2.00	24.7
total	19.4	44.2
## cells by family after synthesis
family                 Yosys count  share of synthesized area
buffers and inverters          565                    0.08332
flip-flops                    1022                     0.5773
multiplexers                   512                     0.1950
AND/OR/NAND/NOR                513                    0.07234
AND-OR/OR-AND                  510                    0.07203
## sequential cells by signal, summed over array words and instances, names as in the netlist
register,cells
q_next_next,510
q,512
Power and IR drop assume default switching activity.
